==> flow/design.v <==
`timescale 1ns / 1ps
module EX_MEM_module(
    input [31:0] Instr,
    input [31:0] PC4,
    input [31:0] RT,
    input [31:0] ALUout,
	 input [4:0] A3,
	 input [1:0] Tnew,
	 input [31:0] WD,
	 input clk,
	 input reset,
	 input clr,
    output [31:0] Instr_M,
    output [31:0] PC4_M,
    output [31:0] RT_M,
    output [31:0] ALUout_M,
	 output [4:0] A3_FWD_M,
	 output [1:0] Tnew_FWD_M,
	 output [31:0] WD_FWD_M
    );
	reg [31:0] Instr_M_Reg,PC4_M_Reg,RT_M_Reg,ALUout_M_Reg,WD_M_Reg;
	reg [4:0] A3_M_Reg;
	reg [1:0] Tnew_M_Reg;
	initial begin
		Instr_M_Reg = 0;
		PC4_M_Reg = 0;
		RT_M_Reg = 0;
		ALUout_M_Reg = 0;
		A3_M_Reg = 0;
		Tnew_M_Reg = 0;
		WD_M_Reg = 0;
	end
	assign Instr_M = Instr_M_Reg,
			 PC4_M = PC4_M_Reg,
			 RT_M = RT_M_Reg,
			 ALUout_M = ALUout_M_Reg,
			 A3_FWD_M = A3_M_Reg,
			 Tnew_FWD_M = (Tnew_M_Reg==0)?2'b0:(Tnew_M_Reg-2'b1),
			 WD_FWD_M = WD_M_Reg;
	always @(posedge clk)begin
		if(reset == 1 || clr == 1)begin
			Instr_M_Reg = 0;
			PC4_M_Reg = 0;
			RT_M_Reg = 0;
			ALUout_M_Reg = 0;
			A3_M_Reg = 0;
			Tnew_M_Reg = 0;
			WD_M_Reg = 0;
		end
		else begin
			Instr_M_Reg = Instr;
			PC4_M_Reg = PC4;
			RT_M_Reg = RT;
			ALUout_M_Reg = ALUout;
			A3_M_Reg = A3;
			Tnew_M_Reg = Tnew;
			WD_M_Reg = WD;
		end
	end
endmodule
==> flow/run.sh <==
#!/bin/bash
# OpenROAD 26Q1-2900-gdf79404cd8, Yosys 0.63+post, stock flow scripts
make -C /OpenROAD-flow-scripts/flow DESIGN_CONFIG=/design/flow/config.mk WORK_HOME=/design/flow/orfs finish
==> flow/config.mk <==
export PLATFORM = sky130hd
export DESIGN_NAME = EX_MEM_module
export DESIGN_NICKNAME = EX_MEM_module
export VERILOG_FILES = /design/flow/design.v
export SDC_FILE = /design/flow/constraint.sdc
export NUM_CORES = 4
export LEC_CHECK = 1
export CORE_AREA = 10 10 225 225
export DIE_AREA = 0 0 235 235
==> flow/constraint.sdc <==
current_design EX_MEM_module

set clk_period 1.0
set clk_io_pct 0.2

create_clock -name clk0 -period $clk_period [get_ports {clk}]

set non_clock_inputs [all_inputs -no_clocks]
set_input_delay [expr $clk_period * $clk_io_pct] -clock clk0 $non_clock_inputs
set_output_delay [expr $clk_period * $clk_io_pct] -clock clk0 [all_outputs]
==> out/metrics.cfg <==
[detailed_routing]
drt-initial-drc-count=96
wirelength_met1_mm=8.249
top_layer_used=met4
drcViolationCount=0
first_pass_iters=4
vias=4078
routed_via_density=3.043
routedWlPerCell_um=15.03
ant_nets=0
wl_mm=20.14
wl_met2_mm=9.430
n_antenna_cell=0
wl_met3_mm=2.009

[pwr]
power_density_nw_per_um2=1603
p_leak_uw=0.003907
vdd_drop_max_uv=1259

[die]
dieArea_um2=55230
initCoreUtil=0.1240
dieHeight_um=235
io_pins=337
die_x_um=235
rows=78
core_um2=45580

[clock_network]
numClockSinks=167
tritoncts=done
cts_setup_buffers=0
clock_tree.root_cell=clkbuf_16
hold_buffers=0
clockBufferDepth=2
htreeDepth=4
cts_inserted_buffers=17
clk_pin_slew_ns=0.07

[job]
max_cap_viol_count=0
warnings=27

[grt]
antenna_found_initial=0
globalRouteTotalUtil=0.07151
grt_pass1_wl_mm=29.89
grt_pass1_vias=4363
grt_max_degree=37
gr-total-overflow=0

[final_timing]
setup_viol=167
max_freq_mhz=807.7
worst_pin_slew_ns=0.2658
slew_headroom=0.8228
hold_ws_ns=0.05073
layout_setup_ws_ns=-0.2380
maxSlewViolCount=0
final.min_clock_period_ns=1.238
hold_viol_final=0
rsz0062_at_grt=true
fin_crit_sh=1.238

[worst_hold_path]
hold_path_class=input port to flip-flop

[logic_synthesis]
synth-cells-yosys=374
yosysTopAreaCell=dfxtp_1
syn_inst=374
area_leaders=dfxtp_1, nor3b_2, buf_6
yosys_warnings=1
yosys_area_um2=5650
ys_seq_frac=0.5917
top_cell_area_share=0.5917
synth_cell_type_count=7
ys_ff=167
syn_area_per_cell_um2=15.11
netlist_area_um2=5650

[layout]
stdcell_count=1340
drive_gt1_frac=0.5338
area_growth_pct=71.66
fillerInstances=4918

[setup_path]
arrival_ns=1.04
start_kind=flip-flop
path_max_fanout=2
endpoint=Tnew_FWD_M[1]
crit_required_ns=0.80
critPathLaunch=Tnew_M_Reg[1]
cp-end-kind=output port
crit_type=flip-flop to output port

[status]
status=complete, but fails checks
violations=setup timing

[placement]
routabilityCongestion=0.7629
dp_hpwl_mm=15.99
dp.cells=1308
io_buffers=336

what timing repair did:
| item | in CTS | in global routing |
|---|---|---|
| endpoints found under the setup margin | 167 | 167 |
| pin swaps | 1 | 0 |
| resized | 591 | 12 |
worst max-delay path, cell delays in order (launching register included):
cell     delay, ns
dfxtp_2       0.32
and2_4        0.14
buf_2         0.11
cells in the mapped netlist:
cell type / instances
and2_1: 1
buf_2: 6
buf_6: 32
dfxtp_1: 167
nor2b_1: 1
nor3b_1: 37
nor3b_2: 130
logic make-up after synthesis:
logic type	Yosys count	share of synthesized area
buf+inv	38	0.06909
simple gates	169	0.3392
flops	167	0.5917
power breakdown:
group	switching (uW)	total, uW	internal [uW]
combinational	557	1720	1160
clock	2940	6830	3900
sequential	72.7	6990	6920
worst min path at each step:
stage	from	end	depth (start not counted)
after CTS	clr	WD_M_Reg[1]	2
after global routing	clr	WD_M_Reg[1]	2
final	clr	WD_M_Reg[1]	2
layer usage:
metal	vias up	track usage
met1	1887	0.08667
met4	0	0.01326
met2	195	0.1130
li1	1978	-
met5	-	0
met3	18	0.03631
sequential cells by signal (all words and copies together), names as in the netlist:
| signal | count |
|---|---|
| ALUout_M_Reg | 32 |
| Instr_M_Reg | 32 |
| PC4_M_Reg | 32 |
| RT_M_Reg | 32 |
| WD_M_Reg | 32 |
| A3_M_Reg | 5 |
| Tnew_M_Reg | 2 |
layout by cell type (no fill, tap or decap), drive strengths merged:
cell and n:
clkbuf 22, nor3b 167, and2 1, bufinv 2, clkdlybuf4s50 167, inv 3, dfxtp 167, nor2b 1
buf 203, clkinv 3, clkinvlp 4
metrics by stage:
stage	instance area, um^2	setup slack [ns]	TNS [ns]	total power [uW]	util
2_1_floorplan	5650	0.1940	0	7740	-
3_3_place_gp	9814	-0.2812	-1.749	9131	0.2153
3_5_place_dp	9814	-0.2583	-1.643	9142	0.2153
4_1_cts	9664	-0.2928	-23.44	15900	0.2120
5_1_grt	9699	-0.3053	-23.79	16250	0.2128
6_report	9699	-0.2380	-13.04	15540	0.2128
cell type report:
class                   instances  area (um^2)  area share
clock inverters                12        142.6     0.01471
well taps                     600        750.7     0.07740
flip-flops and latches        167         3390      0.3495
multi-input cells             169         1919      0.1979
clock buffers                  20        466.7     0.04812
repair buffers                372         3030      0.3124
Power is estimated from default activity; no workload was simulated.

$ cat design/flow/config.mk
export PLATFORM = sky130hd
export DESIGN_NAME = TC
export DESIGN_NICKNAME = TC
export VERILOG_FILES = /design/flow/design.v
export SDC_FILE = /design/flow/constraint.sdc
export NUM_CORES = 4
export LEC_CHECK = 1
export CORE_UTILIZATION = 30
$ cat design/flow/constraint.sdc
current_design TC

set clk_period 5.9
set clk_io_pct 0.2

create_clock -name clk0 -period $clk_period [get_ports {clk}]

set non_clock_inputs [all_inputs -no_clocks]
set_input_delay [expr $clk_period * $clk_io_pct] -clock clk0 $non_clock_inputs
set_output_delay [expr $clk_period * $clk_io_pct] -clock clk0 [all_outputs]
$ cat design/flow/design.v
`timescale 1ns / 1ps
module TC(
    input clk,
    input reset,
    input [31:2] Addr,
    input WE,
    input [31:0] Din,
    output [31:0] Dout,
    output IRQ
    );
	reg [1:0] state;
	reg [31:0] mem [2:0];
	reg _IRQ;
	assign IRQ = mem[0][3] & _IRQ;
	assign Dout = mem[Addr[3:2]];
	wire [31:0] load = Addr[3:2] == 0 ? {28'h0, Din[3:0]} : Din;
	integer i;
	always @(posedge clk) begin
		if(reset) begin
			state <= 0; 
			for(i = 0; i < 3; i = i+1) mem[i] <= 0;
			_IRQ <= 0;
		end
		else if(WE) begin
			mem[Addr[3:2]] <= load;
		end
		else begin
			case(state)
				2'b00 : if(mem[0][0]) begin
					state <= 2'b01;
					_IRQ <= 1'b0;
				end
				2'b01 : begin
					mem[2] <= mem[1];
					state <= 2'b10;
				end
				2'b10  : 
					if(mem[0][0]) begin
						if(mem[2] > 1) mem[2] <= mem[2]-1;
						else begin
							mem[2] <= 0;
							state <= 2'b11;
							_IRQ <= 1'b1;
						end
					end
					else state <= 2'b00;
				default : begin
					if(mem[0][2:1] == 2'b00) mem[0][0] <= 1'b0;
					else _IRQ <= 1'b0;
					state <= 2'b00;
				end
			endcase
		end
	end
endmodule
$ cat design/flow/run.sh
#!/bin/bash
# OpenROAD 26Q1-2900-gdf79404cd8, Yosys 0.63+post, stock flow scripts
make -C /OpenROAD-flow-scripts/flow DESIGN_CONFIG=/design/flow/config.mk WORK_HOME=/design/flow/orfs finish
==> results.sh <==
# source this file to load flow results
export IMPL_worstHoldStart="state[3]$_DFF_P_"
export IMPL_crit_path_max_fanout=37
export IMPL_grt_first_pass_wirelength_mm=29.1
export IMPL_core_um2=22000
export IMPL_irDropWorstVdd_mv=0.179
export IMPL_post_dp_hpwl_mm=11.8
export IMPL_timing_clock_skew_ps=8.10
export IMPL_grt_use_total_pct=17.3
export IMPL_critPathArrivalTime_ps=2920
export IMPL_worst_hold_path_num_cells=2
export IMPL_nature_of_the_critical_path_startpoint="primary input"
export IMPL_top_area_cell="sky130_fd_sc_hd__edfxtp_1"
export IMPL_hold_viol_final=0
export IMPL_yosys_register_bits=133
export IMPL_endpoint_kind="output port"
export IMPL_vias_per_cell=5.30
export IMPL_yosysWarnings=1
export IMPL_grt_pass1_vias=5111
export IMPL_synth_distinct_cells=54
export IMPL_synth_seq_area_share_pct=58.0
export IMPL_synthesis_area_um2=6800
export IMPL_ys_flop_type="sky130_fd_sc_hd__edfxtp_1"
export IMPL_whs_endpoint="state[3]$_DFF_P_"
export IMPL_drt_iter0_drc=300
export IMPL_global_route_overflow_total=0
export IMPL_synth_logic_top_family="simple AND/OR/NAND/NOR gates"
export IMPL_setup_viol_count_final=0
export IMPL_clock_tree_from_tritoncts="done"
export IMPL_synthSimpleGateAreaFrac_pct=18.7
export IMPL_maxCapViolations=0
export IMPL_place_ws_ps=1610
export IMPL_r2r_start="mem[0][0]$_SDFFCE_PN0P_"
export IMPL_number_of_gates_resized_after_cts=0
export IMPL_worst_r2r_path_depth=6
export IMPL_combGateArea_um2=2810
export IMPL_sequential_cell_area_um2=3940
export IMPL_average_routed_wire_per_standard_cell_um=19.5
export IMPL_drc=0
export IMPL_grt_antenna_before_repair=0
export IMPL_largest_net_degree_at_the_start_of_global_routing=38
export IMPL_final_antenna_net_count=0
export IMPL_io_pin_count=98
export IMPL_chipArea_um2=23300
export IMPL_drive_above_1_share_pct=15.2
export IMPL_synthesis_instances=552
export IMPL_fillCellCount=2116
export IMPL_tool_warnings=54
export IMPL_gp_congestion=0.816
export IMPL_die_width_um=153
export IMPL_power_static_leakage_uw=0.00312
export IMPL_final_hold_worst_slack_ps=442
export IMPL_areaGrowthSynthToFinish_pct=25.4
export IMPL_r2r_end="mem[1][0]$_SDFFCE_PN0P_"
export IMPL_synth_cells_most_frequent="128 x sky130_fd_sc_hd__edfxtp_1, 81 x sky130_fd_sc_hd__nor2_1, 43 x sky130_fd_sc_hd__nand2_1"
export IMPL_synthMuxAreaShare_pct=10.8
export IMPL_power_per_cell_area_nw_per_um2=284
export IMPL_area_leaders="sky130_fd_sc_hd__edfxtp_1 57%, sky130_fd_sc_hd__mux4_2 11%, sky130_fd_sc_hd__nor2_1 4.5%, sky130_fd_sc_hd__xor2_1 2.4%, sky130_fd_sc_hd__nand2_1 2.4%"
export IMPL_portBuffers=69
export IMPL_outcome="completed"
export IMPL_enable_flop_cells=128
export IMPL_top_cell="sky130_fd_sc_hd__edfxtp_1"
export IMPL_synthXorXnorAreaFrac_pct=3.48
export IMPL_htree_levels=4
export IMPL_cts_num_sinks=133
export IMPL_rows=54
export IMPL_insertedDiodeCount=0
export IMPL_firstDrtPassIters=16
export IMPL_post_cts_buffers=0
export IMPL_aoi_share_pct=6.02
export IMPL_drt_total_wl_mm=18.4
export IMPL_syn_area_per_cell_um2=12.3
export IMPL_hold_path_class="reg -> reg"
export IMPL_initial_core_util_pct=30.9
export IMPL_timing_worst_setup_path_type="in -> out"
export IMPL_final_number_of_max_transition_violations=0
export IMPL_worst_skew_pair_late_latency_ps=420
export IMPL_reg2reg_setup_slack_ps=2990
export IMPL_via_count=4986
export IMPL_worst_setup_hold_path_clk_slew_ps=60
export IMPL_max_slew_headroom_at_the_worst_pin_pct=44.3
export IMPL_synth_adder_area_share_pct=0.368
export IMPL_ys_area_um2=6800
export IMPL_final_period_minus_worst_setup_slack_ps=4100
export IMPL_clock_fmax_mhz=244
export IMPL_top_area_share_pct=56.6
export IMPL_synthArstFlopShare_pct=0
export IMPL_worst_endpoint_required_ps=4720
export IMPL_layout_setup_ws_ps=1800
export IMPL_final_min_period_over_clock_period_pct=69.6
export IMPL_clk_path_buf_depth=2
export IMPL_cts_hold_repair_buffers=0
export IMPL_cts_root_buf="sky130_fd_sc_hd__clkbuf_16"
export IMPL_tritoncts_num_buffers=17
export IMPL_max_slew_worst_pin_slew_ps=825
export IMPL_finalSetupTns_ps=0
export IMPL_floorplan_die_height_um=153
export IMPL_rsz0062_at_grt="no"
export IMPL_ys_cells=552
layout by cell type, fill, tap and decap left out, types with 4 or more instances in the layout:
| cell | instances |
|---|---|
| sky130_fd_sc_hd__dfxtp_1 | 5 |
| sky130_fd_sc_hd__nor3_1 | 23 |
| sky130_fd_sc_hd__clkinv_2 | 5 |
| sky130_fd_sc_hd__nor2_1 | 81 |
| sky130_fd_sc_hd__conb_1 | 28 |
| sky130_fd_sc_hd__mux4_2 | 32 |
| sky130_fd_sc_hd__and3_1 | 12 |
| sky130_fd_sc_hd__xnor2_1 | 8 |
| sky130_fd_sc_hd__nor4_1 | 11 |
| sky130_fd_sc_hd__buf_4 | 17 |
| sky130_fd_sc_hd__a21oi_1 | 20 |
| sky130_fd_sc_hd__nor4_2 | 6 |
| sky130_fd_sc_hd__nand4_1 | 4 |
| sky130_fd_sc_hd__nand2_1 | 43 |
| sky130_fd_sc_hd__xor2_1 | 19 |
| sky130_fd_sc_hd__clkdlybuf4s50_1 | 67 |
| sky130_fd_sc_hd__or3_1 | 6 |
| sky130_fd_sc_hd__nand3_1 | 30 |
| sky130_fd_sc_hd__inv_1 | 8 |
| sky130_fd_sc_hd__and2_1 | 14 |
| sky130_fd_sc_hd__a221oi_1 | 9 |
| sky130_fd_sc_hd__or2_2 | 5 |
| sky130_fd_sc_hd__edfxtp_1 | 128 |
| sky130_fd_sc_hd__clkbuf_16 | 17 |
| sky130_fd_sc_hd__or4_1 | 6 |
registers in the layout, summed over array words and instances (netlist names):
signal,count
_IRQ,1
mem,128
state,4
critical path: stages:
cell and delay [ps]:
sky130_fd_sc_hd__buf_2 80, sky130_fd_sc_hd__buf_4 590, sky130_fd_sc_hd__mux4_2 630, sky130_fd_sc_hd__clkdlybuf4s50_1 430
cell type report:
cell class | count | share of cell area [%]
Tap cell | 280 | 4.11
Sequential cell | 133 | 46.3
Clock inverter | 9 | 1.19
Inverter | 8 | 0.352
Timing Repair Buffer | 86 | 9.48
Multi-Input combinational cell | 401 | 33.0
Clock buffer | 23 | 5.61
per-layer routing:
metal,part of all wire (%),track usage [%],vias to the layer above,wire (um)
met3,11,7.71,34,2080
met4,2.5,3.32,0,468
li1,-,-,2269,-
met5,0,0,-,0
met2,47,26.2,295,8560
met1,40,24.4,2388,7250
kinds of logic after synthesis:
family / count (synthesis)
DFF: 133
xor gates and xnor gates: 27
adders and majority gates: 2
buffers and inverters: 45
and+or+nand+nor: 253
AOI/OAI and AO/OA: 58
muxes: 33
other: 1
power breakdown:
group          internal, uW  switching, uW  total, uW  leakage, uW
sequential             1100           31.9       1130      0.00131
combinational           135            127        262      0.00152
clock                   652            380       1030     0.000287
metrics by stage:
step / power, uW / area [um2] / util [%] / instances
floorplan: 1280 / 6900 / - / 579
global placement: 1410 / 7940 / 36.1 / 908
detailed placement: 1410 / 7940 / 36.1 / 908
CTS: 2440 / 8520 / 38.7 / 940
global route: 2520 / 8520 / 38.7 / 940
finish: 2420 / 8520 / 38.7 / 940
how the worst max path moves through the flow:
stage | start | to | slack [ps] | cells past startpoint
after CTS | Addr[2] | Dout[14] | 1730 | 4
after global routing | Addr[2] | Dout[31] | 1630 | 4
final | Addr[2] | Dout[14] | 1800 | 4
No activity file was given, so power comes from the tool's default toggle rates.

[design/flow/config.mk]
export PLATFORM = sky130hd
export DESIGN_NAME = ID_EX_module
export DESIGN_NICKNAME = ID_EX_module
export VERILOG_FILES = /design/flow/design.v
export SDC_FILE = /design/flow/constraint.sdc
export NUM_CORES = 4
export LEC_CHECK = 1
export CORE_AREA = 10 10 200 200
export DIE_AREA = 0 0 210 210
[design/flow/design.v]
`timescale 1ns / 1ps
module ID_EX_module(
    input [31:0] Instr,
    input [31:0] PC4,
    input [31:0] RS,
    input [31:0] RT,
    input [31:0] EXT,
	 input [4:0] A3,
	 input [1:0] Tnew,
	 input [4:0] ExcCode,
	 input isj,
	 input clk,
	 input reset,
	 input clr,
    output [31:0] Instr_E,
    output [31:0] PC4_E,
    output [31:0] RS_E,
    output [31:0] RT_E,
    output [31:0] EXT_E,
	 output [4:0] A3_FWD_E,
	 output [1:0] Tnew_FWD_E,
	 output reg [4:0] ExcCode_E,
	 output reg isj_E
    );
	reg [31:0] Instr_E_Reg, PC4_E_Reg, RS_E_Reg, RT_E_Reg, EXT_E_Reg;
	reg [4:0] A3_E_Reg;
	reg [1:0] Tnew_E_Reg;
	initial begin
		Instr_E_Reg = 0;
		PC4_E_Reg = 0;
		RS_E_Reg = 0;
		RT_E_Reg = 0;
		EXT_E_Reg = 0;
		Tnew_E_Reg = 0;
		A3_E_Reg = 0;
		isj_E = 0;
		ExcCode_E = 0;
	end
	assign Instr_E = Instr_E_Reg,
			 PC4_E = PC4_E_Reg,
			 RS_E = RS_E_Reg,
			 RT_E = RT_E_Reg,
			 EXT_E = EXT_E_Reg,
			 Tnew_FWD_E = (Tnew_E_Reg==0)?2'b0:(Tnew_E_Reg-2'b1),
			 A3_FWD_E = A3_E_Reg;
	always @(posedge clk)begin
		if(reset == 1||clr == 1)begin
			Instr_E_Reg = 0;
			PC4_E_Reg = 0;
			RS_E_Reg = 0;
			RT_E_Reg = 0;
			EXT_E_Reg = 0;
			Tnew_E_Reg = 0;
			A3_E_Reg = 0;
		   ExcCode_E = 0;
			isj_E = 0;
		end
		else begin
			Instr_E_Reg = Instr;
			PC4_E_Reg = PC4;
			RS_E_Reg = RS;
			RT_E_Reg = RT;
			EXT_E_Reg = EXT;
			Tnew_E_Reg = Tnew;
			A3_E_Reg = A3;
		   ExcCode_E = ExcCode;
			isj_E = isj;
		end
	end
endmodule
[design/flow/run.sh]
#!/bin/bash
# OpenROAD 26Q1-2900-gdf79404cd8, Yosys 0.63+post, stock flow scripts
make -C /OpenROAD-flow-scripts/flow DESIGN_CONFIG=/design/flow/config.mk WORK_HOME=/design/flow/orfs finish
[design/flow/constraint.sdc]
current_design ID_EX_module

set clk_period 1.0
set clk_io_pct 0.2

create_clock -name clk0 -period $clk_period [get_ports {clk}]

set non_clock_inputs [all_inputs -no_clocks]
set_input_delay [expr $clk_period * $clk_io_pct] -clock clk0 $non_clock_inputs
set_output_delay [expr $clk_period * $clk_io_pct] -clock clk0 [all_outputs]
==> results_dict.tcl <==
# implementation run metrics
set metrics [dict create \
    period_needed_ps 1200 \
    swShare 0.231 \
    drtAntennaViolNets 0 \
    required_ps 800 \
    crit_fanout 2 \
    grt_remaining_overflow 0 \
    finalClockPeriodUsage 1.20 \
    antenna_found_initial 0 \
    cts_buffers 17 \
    wl_per_cell_microns 16.4 \
    ir_drop_mv 1.13 \
    die_area_sq_um 44100 \
    syn_to_final_growth_pct 65.8 \
    power_density_nw_per_um2 1610 \
    setup_viol 173 \
    drive_gt1_frac 0.592 \
    relSlewSlack 0.759 \
    n_fill_cell 3683 \
    core_area_sq_um 35600 \
    ys_types 6 \
    hpwl_microns 15700 \
    firstDrtPassIters 4 \
    hp-class "primary input to register" \
    drcViolationCount 0 \
    regArea_sq_um 3510 \
    setup_slack_ps -197 \
    cp_data_arrival_time_ps 1000 \
    clk_pin_slew_ps 70 \
    grt_pass1_vias 4578 \
    placementRows 69 \
    clock_path_buffers 2 \
    diodes 0 \
    num_vias 4263 \
    leakagePower_nw 4.14 \
    viasPerCell 3.47 \
    comb_area_sq_um 2170 \
    yosysWarnings 1 \
    cts-root-buf "clkbuf_16" \
    fp_util 0.170 \
    numSynthFlops 173 \
    htreeDepth 4 \
    clkPwrFrac 0.436 \
    synthCells 386 \
    max_freq_mhz 836 \
    port_buffers 348 \
    status "complete, but fails checks" \
    cts_tree "done" \
    avgSynthCellArea_sq_um 15.7 \
    violations "setup timing" \
    cts_sinks 173 \
    maxSlewViolCount 0 \
    ys_chip_area_sq_um 6050 \
    grt_max_degree 29 \
    power.total_mw 16.1 \
    cp-start-kind "register" \
    endpoint_kind "output pin" \
    stdcell_area_sq_um 10000 \
    rsz0062_at_grt "yes" \
    num_io_pins 349 \
    hold_viol_final 0 \
    gp_congestion 0.763 \
    drtIter0Drc 93 \
    worstMarginPinSlew_ps 362 \
    p_int_mw 12.4 \
    pre_cts_ws_ps -148 \
    ys_seq_frac 0.572 \
    ys_cells 386 \
    routed_wl_microns 20200 \
    drv_cap 0 \
    fp.dieH_microns 210 \
    warning_count 27 \
    dpl_cell_area_sq_um 10200 \
    crit_type "register to output pin" \
    hold_depth 2 \
    combPwrFrac 0.115 \
    switching_power_mw 3.72 \
    die_x_microns 210 \
    p_seq_frac 0.449 \
    grt_usage 0.0890 \
    grt_pass1_wl_microns 29800 \
    synthesis.area_sq_um 6050 \
    cts_hold_buf 0 \
]
-- state kept, by name, indices dropped and copies added, names as in the netlist --
name / cells
A3_E_Reg: 5
EXT_E_Reg: 32
ExcCode_E: 5
Instr_E_Reg: 32
PC4_E_Reg: 32
RS_E_Reg: 32
RT_E_Reg: 32
Tnew_E_Reg: 2
isj_E: 1
-- cells in the final DEF, fill, tap and decap left out, drive strengths merged --
cell / synthesis / layout
and2: 1 / 1
buf: 38 / 217
bufinv: 0 / 3
clkbuf: 0 / 17
clkdlybuf4s50: 0 / 173
clkinv: 0 / 2
clkinvlp: 0 / 1
dfxtp: 173 / 173
inv: 0 / 8
nor2b: 1 / 1
nor3b: 173 / 173
-- power by group through the flow --
stage | clock, mW | combinational (mW) | sequential [mW]
final | 7.03 | 1.85 | 7.24
after global routing | 7.63 | 2.01 | 7.26
after CTS | 7.36 | 1.89 | 7.23
-- kinds of logic (layout without fill, tap and decap cells) --
logic type             after synthesis  in the layout  share of synthesized area
buffers and inverters               38            421                     0.0707
flip-flops                         173            173                      0.572
AND/OR/NAND/NOR                    175            175                      0.357
-- metrics by stage --
step | hold WS (ps) | TNS (ps) | utilization | cells
global route | 1.45 | -17520 | 0.282 | 1230
floorplan | 357 | 0 | - | 386
CTS | 5.10 | -15240 | 0.280 | 1230
detailed placement | 495 | -780 | 0.286 | 1199
global placement | 491 | -860 | 0.286 | 1199
finish | 21.0 | -7580 | 0.282 | 1230
-- routing by layer --
metal | up-vias | wire [microns] | GRT usage
li1 | 2052 | - | -
met1 | 1964 | 7980 | 0.107
met2 | 233 | 9430 | 0.141
met3 | 14 | 2570 | 0.0502
met4 | 0 | 233 | 0.00968
met5 | - | 0 | 0
-- path summary, 6_finish.rpt --
kind / to / slack (ps) / from
worst max-delay path: Tnew_FWD_E[1] / -200 / Tnew_E_Reg[1]
worst min-delay path: EXT_E_Reg[30] / 20 / reset
-- cell type report --
cell class / instances / share of cell area
Clock buffer: 17 / 0.0424
Sequential cell: 173 / 0.350
Clock inverter: 14 / 0.0180
Multi-Input combinational cell: 175 / 0.216
Timing Repair Buffer: 390 / 0.316
Tap cell: 461 / 0.0575
-- critical path, stage by stage, from the launching register on --
cell and delay [ps]:
dfxtp_2 320, and2_1 140, buf_2 110
-- repair_timing --
action,in CTS,in global routing
pin swaps,1,0
resized,593,25
setup buffers,0,0
endpoints found under the setup margin,173,173
-- cells in the mapped netlist (all sizes together) --
cell type / instances / area share
dfxtp: 173 / 0.57
nor3b: 173 / 0.36
buf: 38 / 0.071
and2: 1 / 0.0010
nor2b: 1 / 0.0010
Power and IR drop assume default switching activity.
